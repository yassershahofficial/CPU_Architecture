### ./design.v
module ALU (a, b, alu_op, alu_enable, result, zero);
	input [15:0] a,b;
	input [3:0] alu_op;
	input alu_enable;
	output reg [15:0] result;
	output zero;
	assign zero = (result == 0);
	always @(*) 
	begin
		if (alu_enable)
		begin
			case (alu_op)
				4'b0001: result = a + b;
				4'b0010: result = a - b;
				4'b0011: result = a & b;
				4'b0100: result = a | b;
				4'b0101: result = a ^ b;
				4'b0110: result = ~a;
				4'b0111: result = a << 1;
				4'b1000: result = a >> 1;
				4'b1001: result = (a < b) ? 16'd1 : 16'd0;
				4'b1010: result = (a == b) ? 16'd1 : 16'd0;
				default: result = 16'd0;
			endcase
		end
		else 
		begin
			result = 16'd0;
		end
	end
endmodule
module CPU (
    clk, reset, state, pc, IR, dest, src, reg_a, reg_b,
    reg_read, reg_write, ram_addr,
    alu_enable, alu_op, alu_result, zero_flag
);
	input clk, reset;
	output [2:0] state;
	output [7:0] pc;
	output [15:0] IR;
	output [5:0] dest, src;
	output reg [15:0] reg_a, reg_b;
	output reg_read, reg_write;
	output [5:0] ram_addr;
	output alu_enable;
	output [3:0] alu_op;
	output [15:0] alu_result;
	output zero_flag;
	wire [15:0] rom_data;
	wire [15:0] ram_data_in;
	wire [15:0] ram_data_out;
	wire rom_read_enable;
	wire ram_read_internal;
	wire ram_write_internal;
	wire alu_enable_internal;
	wire ir_load;
	reg [15:0] IR_internal;
	reg [15:0] ram_data_buffer;
	reg was_exec1, was_exec2;
	reg prev_was_exec1, prev_was_exec2;
	reg [15:0] delayed_data;
	wire [3:0] opcode = IR_internal[15:12];
	wire [5:0] dest_internal = IR_internal[11:6];
	wire [5:0] src_internal = IR_internal[5:0];
	ROM rom_inst (
		.clk(clk),
		.read(rom_read_enable),
		.addr(pc),
		.data_out(rom_data)
	);
	RAM ram_inst (
		.clk(clk),
		.write(ram_write_internal),
		.read(ram_read_internal),
		.addr(ram_addr),
		.data_in(ram_data_out),
		.data_out(ram_data_in)
	);
	FSM fsm_inst (
		.clk(clk),
		.reset(reset),
		.pc(pc),
		.rom_read_enable(rom_read_enable),
		.state(state),
		.ir_load(ir_load)
	);
	CU cu_inst (
		.opcode(opcode),
		.ram_write(ram_write_internal),
		.ram_read(ram_read_internal),
		.alu_op(alu_op),
		.alu_enable(alu_enable_internal)
	);
	ALU alu_inst (
		.a(reg_a),
		.b(reg_b),
		.alu_op(alu_op),
		.alu_enable(alu_enable),
		.result(alu_result),
		.zero(zero_flag)
	);
	always @(posedge clk) 
	begin
		if (ir_load) IR_internal <= rom_data;
	end
	always @(posedge clk) 
	begin
		prev_was_exec1 <= was_exec1;
		prev_was_exec2 <= was_exec2;
		was_exec1 <= (state == 3'b010);  
		was_exec2 <= (state == 3'b011);  
		delayed_data <= ram_data_in;  
		if (prev_was_exec1) reg_a <= delayed_data;
		if (prev_was_exec2) reg_b <= delayed_data;
	end
	assign ram_addr = (state == 3'b010) ? dest_internal :
							(state == 3'b011) ? src_internal  :
							(state == 3'b101) ? dest_internal : 6'd0;
	assign IR = IR_internal;
	assign dest = dest_internal;
	assign src = src_internal;
	assign reg_read  = ((state == 3'b010) || (state == 3'b011)) ? ram_read_internal  : 1'b0;
	assign reg_write = (state == 3'b101) ? ram_write_internal : 1'b0;
	assign alu_enable = (state == 3'b100) ? alu_enable_internal : 1'b0;
	assign ram_data_out = alu_result;
endmodule
module CU(opcode, ram_write, ram_read, alu_op, alu_enable);
	input [3:0] opcode;
	output reg ram_write, ram_read, alu_enable;
	output reg [3:0] alu_op;
	always @(*) 
	begin
		ram_write = 0;
		ram_read = 0;
		alu_enable = 0;
		alu_op = 4'b0000;
		case(opcode)
			4'b0001:  
			begin 
				ram_read = 1;
				ram_write = 1;
			end
			4'b0010:  
			begin 
				alu_enable = 1;
				alu_op = 4'b0001;
				ram_read = 1;
				ram_write = 1;
			end
			4'b0011:  
			begin 
				alu_enable = 1;
				alu_op = 4'b0010;
				ram_read = 1;
				ram_write = 1;
			end
			4'b0100:  
			begin 
				alu_enable = 1;
				alu_op = 4'b0011;
				ram_read = 1;
				ram_write = 1;
			end
			4'b0101:  
			begin 
				alu_enable = 1;
				alu_op = 4'b0100;
				ram_read = 1;
				ram_write = 1;
			end
			4'b0110:  
			begin 
				alu_enable = 1;
				alu_op = 4'b0101;
				ram_read = 1;
				ram_write = 1;
			end
			4'b0111:  
			begin 
				alu_enable = 1;
				alu_op = 4'b0110;
				ram_read = 1;
				ram_write = 1;
			end
			4'b1000:  
			begin 
				alu_enable = 1;
				alu_op = 4'b0111;
				ram_read = 1;
				ram_write = 1;
			end
			4'b1001:  
			begin 
				alu_enable = 1;
				alu_op = 4'b1000;
				ram_read = 1;
				ram_write = 1;
			end
			4'b1010:  
			begin 
				alu_enable = 1;
				alu_op = 4'b1001;
				ram_read = 1;
				ram_write = 1;
			end
			4'b1011:  
			begin 
				alu_enable = 1;
				alu_op = 4'b1010;
				ram_read = 1;
				ram_write = 1;
			end
			4'b1100:  
			begin 
				ram_write = 1;
			end
			4'b1101:  
			begin 
				ram_read = 1;
				ram_write = 1;
			end
			default: 
			begin
				ram_write = 0;
				ram_read = 0;
				alu_enable = 0;
				alu_op = 4'b0000;
			end
		endcase
	end
endmodule
module FSM (clk, reset, ir_load, rom_read_enable, state, pc);
	input clk, reset;
	output reg ir_load, rom_read_enable;
	output reg [2:0] state;
	output reg [7:0] pc;
	parameter FETCH = 3'b000, DECODE = 3'b001;
	parameter EXEC1 = 3'b010, EXEC2 = 3'b011, EXEC3 = 3'b100, EXEC4 = 3'b101;
	always @(posedge clk or posedge reset) 
		begin
			if(reset) 
			begin
				pc <= 0;
				state <= FETCH;
				rom_read_enable <= 0;
				ir_load <= 0;
			end
			else 
			begin
				case (state)
					FETCH: 
					begin
						rom_read_enable <= 1;
						ir_load <= 1;
						state <= DECODE;
					end
					DECODE: 
					begin
						rom_read_enable <= 0;
						ir_load <= 0;
						state <= EXEC1;
					end
					EXEC1: state <= EXEC2;
					EXEC2: state <= EXEC3;
					EXEC3: state <= EXEC4;
					EXEC4: 
					begin
						pc <= pc + 1;
						state <= FETCH;
					end
				endcase
			end
		end
endmodule
module RAM(clk, write, read, addr, data_in, data_out);
	input clk, write, read;
	input [5:0] addr;
	input [15:0] data_in;
	output reg [15:0] data_out;
	reg [15:0] memory [0:63];
	integer i;
	initial 
	begin
		for (i = 0; i < 64; i = i + 1) 
		begin
			memory[i] = i * 3 + 7; 
		end
	end
	always @(posedge clk) 
	begin
		if (write) memory[addr] <= data_in;
		if (read) data_out <= memory[addr];
	end
endmodule
module ROM(clk, read, addr, data_out);
	input clk, read;
	input [7:0] addr;
	output reg [15:0] data_out;
	always @(posedge clk) 
	begin
		if (read) 
		begin
			case (addr)
				8'h00: data_out <= 16'b0001_000001_000010;  
				8'h01: data_out <= 16'b0010_000100_000011;  
				8'h02: data_out <= 16'b0011_000010_000101;  
				8'h03: data_out <= 16'b0100_000011_000110;  
				8'h04: data_out <= 16'b0101_000101_000100;  
				8'h05: data_out <= 16'b0110_000111_000001;  
				8'h06: data_out <= 16'b1010_000010_000111;  
				8'h07: data_out <= 16'b1011_000011_000010;  
				8'h08: data_out <= 16'b0111_000100_000000;  
				8'h09: data_out <= 16'b1000_000101_000000;  
				8'h0A: data_out <= 16'b1001_000110_000000;  
				8'h0B: data_out <= 16'b1100_000001_001111;  
				8'h0C: data_out <= 16'b1101_000010_000011;  
				8'h0D: data_out <= 16'b0000_000000_000000;  
				default: data_out <= 16'b0000_000000_000000;  
			endcase
		end
	end
endmodule
### ./run.sh
#!/bin/bash
# OpenROAD 26Q1-2900-gdf79404cd8, Yosys 0.63+post, stock flow scripts
make -C /OpenROAD-flow-scripts/flow DESIGN_CONFIG=/design/flow/config.mk WORK_HOME=/design/flow/orfs finish
### ./config.mk
export PLATFORM = sky130hd
export DESIGN_NAME = CPU
export DESIGN_NICKNAME = CPU
export VERILOG_FILES = /design/flow/design.v
export SDC_FILE = /design/flow/constraint.sdc
export NUM_CORES = 4
export LEC_CHECK = 1
export CORE_UTILIZATION = 30
### ./constraint.sdc
current_design CPU

set clk_period 7.7
set clk_io_pct 0.2

create_clock -name clk0 -period $clk_period [get_ports {clk}]

set non_clock_inputs [all_inputs -no_clocks]
set_input_delay [expr $clk_period * $clk_io_pct] -clock clk0 $non_clock_inputs
set_output_delay [expr $clk_period * $clk_io_pct] -clock clk0 [all_outputs]
==> design notes <==
The flow ran to the end, and the final reports show no timing, DRC or antenna violations. For the completed layout, the total cell area is recorded as 20,620 µm². The worst-case max-slew headroom was logged as 33.32%. The tightest min-delay check is of the reg -> reg type.

The tools report the instance count after placement with tap cells included as 2,240. The unique cell type count in the Yosys netlist was 90; the total DRC errors in the routed layout was 0. The routed design could run at a clock period as short as 6.569 ns.

Max-cap violations in this run came to 0. The run gives 365 for the number of storage elements in the synthesis netlist. The run gives 1 as the initial antenna violation count. In the synthesized netlist the dominant register cell turns out to be edfxtp_1. The dominant cell type by area after synthesis was edfxtp_1.

IR analysis of the VDD net gives a maximum drop of 188.4 µV. The run gives 12,280 as the number of global-route vias before repair. With the global-route wire length before repair at 80,420 µm, the top-level port count is 103. The placement summary gives the final routability congestion estimate as 0.9141.

The count of nets left with antenna violations once routing finished came out at 0. According to the CTS report, the clock sink count is 365. Final tally of setup violations: 0. Once layout is complete, the cells apart from fillers number 2,313. Per the OpenROAD floorplan log, the area of the die is 58,730 µm². Counting the fill cells in the layout gives 5,398. After detailed placement, the total cell area comes to 19,250 µm². In the Yosys report the total cell count is 1,418. The critical path endpoint has a required time of 6.16 ns.

The die boundary width was 242.4 µm; the number of buffers inserted by port buffering was 90. The hold buffer count at CTS is 0. The total wire length after detailed routing is 54,110 µm, and the leakage power total is 7.445 nW. Summing over the stages, the warning tally comes to 73. Number of buffers inserted during clock tree synthesis: 40. Yosys reported that registers with async set or reset make up 3.288%. The highest clock rate this design can be run at is 0.1522 GHz. The layout overhead on the synthesized area is 18.96%. Looking at the post-CTS report, the setup buffer insertion count equals 0.

The detailed router placed 12,180 vias in this run. The initialized floorplan defines 87 standard-cell rows. In this run the biggest area consumer among cell types represents 56.49% of the synthesized area.

The startpoint class of the critical path was a register. The power per cell area is 198.2 nW/µm², and the slew at the pin closest to its max-slew limit is 0.9965 ns. The final-report hold violation count is 0, and the area of the core region is 56,710 µm².

With the total power at 4.086 mW, the placement-stage worst setup slack is 1.586 ns. Sequential cells were found to cover 61.34% of the synthesized design area. The run gives 35,400 µm for the HPWL after detailed placement.

The main area contributors are edfxtp_1 56%, ha_1 4.9%, a21oi_1 3.3%. The iteration count of the initial detailed-routing pass was 5. The cell count after synthesis came out at 1,418. The cell sitting at the root of the clock tree is a clkbuf_16. The report lists the number of cells resized after CTS as 0.

Aggregate global-route resource usage: 19.26%. Per the GRT congestion report, total overflow comes to 0. For the final routed database, the setup TNS stands at 0 ns. The data arrival time reported for the critical path is 5.03 ns.

The final period utilization came out at 85.31%. The clock H-tree reported by CTS has 2 levels. The synthesized design contains 326 enable-type register cells. The smallest setup slack after layout was 1.131 ns; the via-per-instance ratio was 5.267. The final timing report lists a max-slew violation count of 0. Setup repair after global routing left no endpoint under its margin. Entering global routing, the biggest net connects 45 pins. For reference, the most critical setup path is categorized as reg -> out.

Per the skew report, the later register of the worst-skew pair sees a clock latency of 0.58 ns. The run gives 0.03868 ns for the post-route clock skew. The mapped netlist covers 17,330 µm².

Hold timing on the final database bottoms out at a slack of 0.3299 ns. The share of cells above drive strength 1 works out to 10.93%. The timing report gives the clock slew at the launch and capture registers of the worst setup and hold paths as 0.06 ns.

Warning count from the yosys run: 6. Yosys chip area: 17,330 µm². The maximum number of buffers from clock root to sink was 3; the detail-routed net length per standard cell was 23.40 µm.

From bottom edge to top edge, the die measures 242.4 µm. The starting utilization of the core area was 30.56%. In this run, the number of DRC markers left after iteration 0 of detailed routing was 974. A synthesized cell averages 12.22 µm². TritonCTS built the clock tree. The kind of end point of the critical path was an output pin.

In this run the worst path has a maximum fanout of 18. Cells fill 36.35% of the core in the end.
[cell families (layout without fill, tap and decap cells)]
| logic type | count (synthesis) | after routing | share of synthesized area [%] |
|---|---|---|---|
| AOI/OAI and AO/OA | 397 | 397 | 15.81 |
| other | 1 | 13 | 0.02164 |
| adders and majority gates | 70 | 70 | 5.140 |
| muxes | 39 | 39 | 2.289 |
| DFF | 365 | 365 | 61.34 |
| and+or+nand+nor | 371 | 371 | 10.40 |
| xor gates and xnor gates | 11 | 11 | 0.5560 |
| buffers and inverters | 164 | 291 | 4.447 |
[layout make-up]
cell class                      count  area, µm²  area share, %
Antenna cell                        1      2.502        0.01214
Clock buffer                       52       1097          5.323
Clock inverter                     20      264.0          1.281
Inverter                           67      251.5          1.220
Multi-Input combinational cell    900       6056          29.37
Sequential cell                   365      10630          51.57
Tap cell                          756      945.9          4.588
Timing Repair Buffer              152       1366          6.627
[cells in the final DEF, fill, tap and decap left out, types with 7 or more instances in the layout]
master           Yosys  layout
a21o_1               8       8
nor2b_1             12      12
a221oi_1            11      11
inv_1               62      62
nand2_1            143     143
o21ai_0             47      47
nor2_1              77      74
a22oi_1             26      26
ha_1                68      68
conb_1               1      12
nor4_1               7       7
a211oi_1            31      30
dfrtp_1             12      12
clkdlybuf4s50_1      0      90
o22ai_1              8       8
a211o_1              7       7
a31oi_1             24      22
clkbuf_1            36       8
edfxtp_1           326     326
nand2b_1            17      17
o21bai_1             7       7
a22o_1               8       8
nor3_1              34      27
clkinv_1             0       9
nor3_2               3      10
buf_4               24      62
clkbuf_16            0      41
and2_1               8       8
o211ai_1            15      15
a2111oi_0            9       9
mux2i_1             34      34
xnor2_1              9       9
a21oi_1            116     116
nand3_1             18      18
dfxtp_1             27      25
[critical path: stages, from the launching register on]
cell and delay [ns]:
edfxtp_1 0.53, inv_1 0.08, ha_1 0.53, inv_1 0.21, o211ai_1 0.30, a221oi_1 0.20, a2111oi_0 0.55, a211oi_2 0.10
buf_4 0.23, nor4_1 0.40, or4b_1 0.50, nor4_2 0.32, clkdlybuf4s50_1 0.53
[registers in the layout, summed over array words and instances, names as in the netlist, 3 cells and up]
signal and flops:
rom_inst.data_out 11, ram_inst.data_out 16, reg_b 16, fsm_inst.pc 8, IR_internal 11, ram_inst.memory 256, delayed_data 16, alu_inst.alu_op 4
fsm_inst.state 3, reg_a 16
[power breakdown]
group,leakage [nW],internal (mW),switching (mW)
logic,3.20,0.000470,0.00151
clock network,0.658,1.15,0.805
registers,3.59,2.12,0
total,7.44,3.28,0.806
[synthesized netlist by cell type (5+ instances only)]
master and number:
inv_1 62, a21o_1 8, nor3_1 34, clkbuf_1 36
nor2_1 77, buf_1 13, dfxtp_1 27, ha_1 68
a211o_1 7, dfrtp_1 12, or2_2 6, a22oi_1 26
o21bai_1 7, buf_4 24, o211ai_1 15, nor3b_1 6
nand3_1 18, o22ai_1 8, and3_1 6, nor4_1 7
nand2_1 143, and2_1 8, a2111oi_0 9, o31ai_1 6
o21ai_1 6, inv_2 5, o21ai_0 47, mux2i_1 34
nor2b_1 12, buf_2 19, a311oi_1 6, a221oi_1 11
mux2_2 5, xnor2_1 9, a21oi_1 116, edfxtp_1 326
nand2b_1 17, or3_1 5, a22o_1 8, a31oi_1 24
a32oi_1 5, a2bb2oi_1 6, a211oi_1 31
[metal layers]
layer	global-route usage, %	up-vias	wire length [µm]
met1	26.07	5922	21880
li1	-	5575	-
met3	8.835	89	6040
met2	29.14	594	24730
met5	0.4902	-	38
met4	4.393	2	1424
[worst paths after layout]
path / startpoint / end / slack (ns) / cells after the start
setup / recovery: reg_a[4]$_DFFE_PP_ / zero_flag / 1.13 / 12
hold / removal: was_exec1$_DFF_P_ / prev_was_exec1$_DFF_P_ / 0.33 / 0
setup reg to reg: fsm_inst.state[0]$_DFFE_PP0P_ / ram_inst.memory[11][6]$_DFFE_PP_ / 3.34 / 8
hold reg to reg: was_exec1$_DFF_P_ / prev_was_exec1$_DFF_P_ / 0.33 / 0
max in group asynchronous: reset / fsm_inst.pc[6]$_DFFE_PP0N_ / 6.02 / 2
min in group asynchronous: reset / fsm_inst.pc[1]$_DFFE_PP0N_ / 1.31 / 2
Power figures rest on the tool's default switching activity, not on a simulated workload.
